**config.mk**
```make
export PLATFORM = sky130hd
export DESIGN_NAME = RAM_2Port
export DESIGN_NICKNAME = RAM_2Port
export VERILOG_FILES = /design/flow/design.v
export SDC_FILE = /design/flow/constraint.sdc
export NUM_CORES = 4
export LEC_CHECK = 1
export CORE_UTILIZATION = 50
```
**constraint.sdc**
```tcl
current_design RAM_2Port

set clk_period 15.7
set clk_io_pct 0.2

create_clock -name clk0 -period $clk_period [get_ports {i_Rd_Clk}]
create_clock -name clk1 -period $clk_period [get_ports {i_Wr_Clk}]

set non_clock_inputs [all_inputs -no_clocks]
set_input_delay [expr $clk_period * $clk_io_pct] -clock clk0 $non_clock_inputs
set_output_delay [expr $clk_period * $clk_io_pct] -clock clk0 [all_outputs]
```
**design.v**
```verilog
module RAM_2Port #(parameter WIDTH = 16, DEPTH = 256) (
  input                     i_Wr_Clk,
  input [$clog2(DEPTH)-1:0] i_Wr_Addr,
  input                     i_Wr_DV,
  input [WIDTH-1:0]         i_Wr_Data,
  input i_Rd_Clk,
  input [$clog2(DEPTH)-1:0] i_Rd_Addr,
  input                     i_Rd_En,
  output reg                o_Rd_DV,
  output reg [WIDTH-1:0]    o_Rd_Data
);
  reg [WIDTH-1:0] r_Mem[DEPTH-1:0];
  always @(posedge i_Wr_Clk)
  begin
    if (i_Wr_DV)
    begin
      r_Mem[i_Wr_Addr] <= i_Wr_Data;
    end
  end
  always @(posedge i_Rd_Clk)
  begin
    o_Rd_Data <= r_Mem[i_Rd_Addr];
    o_Rd_DV <= i_Rd_En;
  end
endmodule
```
**run.sh**
```bash
#!/bin/bash
# OpenROAD 26Q1-2900-gdf79404cd8, Yosys 0.63+post, stock flow scripts
make -C /OpenROAD-flow-scripts/flow DESIGN_CONFIG=/design/flow/config.mk WORK_HOME=/design/flow/orfs finish
```
==> flow_summary.toml <==
# implementation run metrics
[flow_run]
openroad.warnings = 33
cap_violations = 0

[pwr]
swShare_pct = 21.5
power_frac_seq_pct = 52.7
ir_drop_mv = 0.105
p_total_mw = 23.0
power.density_mw_per_mm2 = 128
p_int_mw = 18.1
pwr-share-comb_pct = 4.9
clockPowerShare_pct = 42.4
p_sw_mw = 4.95
leakage_nw = 57.1

[detailed_routing]
dr_total_vias = 77308
drt_wl_total_mm = 421
wire_per_inst_um = 34.0
firstDrtPassIters = 6
drc = 0
first_iter_violations = 5735
drt-vias-per-instance = 6.23
ant_nets = 0

[place]
postPlaceCellArea_mm2 = 0.166
place_congestion = 0.916
hpwl_mm = 249
dpl_worst_slack_ns = 6.70
io_buffers = 51
placed_cells = 11616

[global_routing]
grt_pass1_wl_mm = 601
grt_pass1_vias = 83585
grt_max_degree = 114
grt_overflow = 0
track_usage_pct = 30.4
antenna_found_initial = 19

[worst_hold_path]
hold_path.class = "flop to flop"

[final_layout]
fin_cells = 12407
drive_gt1_share_pct = 26.0
final_util_pct = 57.0
syn2layout_area_growth_pct = 13.3
final_area_mm2 = 0.180
n_fill_cell = 22475

[die]
floorplan.core_util_pct = 50.3
num_io_pins = 53
die_x_um = 565
die_area_mm2 = 0.320
dieHeight_um = 565
core_mm2 = 0.315
placementRows = 206

[logic_synthesis]
synth_flops = 4113
yosys_warnings = 1
synth_area_per_cell_um2 = 21.6
ys.flop_type = "edfxtp_1"
async_flop_share_pct = 0
synth-edff-count = 4096
most_common_cell = "edfxtp_1"
ys_cells = 7361
yosys-top-cells-area = "edfxtp_1 77%, mux4_2 11%, mux2i_1 3.6%"
synthDistinctLibCells = 52
netlist.top_cell.by_area = "edfxtp_1"
netlist_area_mm2 = 0.159
ys_area_mm2 = 0.159
yosys-top-cells-count = "4096 x edfxtp_1, 797 x mux4_2, 565 x mux2i_1"
top_area_share_pct = 77.5
yosys.stat.seqShare_pct = 77.7
postSynthCellCount = 7361

[critical_path]
r2r_cells = 7
path_common_cell = "buf_4"
cp-end-kind = "flop"
slowest_delay_ns = 0.78
critical_path_class = "primary input to flop"
r2r_start = "r_Mem[139][2]"
reg2reg_to = "o_Rd_Data[2]"
regToRegSetupSlack_ns = 11.56
cp_slowest_cell = "o32ai_1"
critical_path.endpoint = "o_Rd_Data[2]"
worstPathRequired_ns = 15.82
start_kind = "primary input"
critPathMaxFanout = 60
crit_chain = "buf_8 > buf_4 > buf_4 > buf_4 > buf_4 > mux4_2 > mux2_2 > a22oi_1 > nand2_1 > o32ai_1 > buf_4 > nor4_1"
critical_path_depth = 12
crit_buf_inv = 6
cp_top_family = "buffers and inverters"
arrival_ns = 8.55
setup.worst_path.start = "i_Rd_Addr[1]"

[timing]
rsz0062_at_grt = "no"
finalSetupTns_ns = 0
final-hold-violation-count = 0
fin_ws_ns = 7.28
setup_viol = 0
worst_pin_slew_ns = 1.38
holdWs_ns = 1.71
drv_slew = 0
relSlewSlack_pct = 6.69

[clock_tree]
hold_buffers = 0
cts.clk_slew.worst_paths_ns = 0.08
cts_setup_buffers = 0
post_cts_resized = 0
cts_sinks = 4113
cts_tree = "done"

[status]
status = "finished clean"
routing by layer:
layer | wire length [µm] | up-vias | track usage (%)
met1 | 130000 | 39183 | 38.8
met4 | 12200 | 16 | 7.00
met2 | 196000 | 5109 | 42.1
met5 | 676 | - | 1.71
met3 | 82200 | 634 | 25.4
li1 | - | 32366 | -
sequential cells by signal (all words and copies together), names as in the netlist:
register   flops
r_Mem       4096
o_Rd_Data     16
o_Rd_DV        1
tightest hold or removal path: stages (launching register included):
cell	delay, ns
edfxtp_1	0.35
mux2i_1	0.13
o221ai_1	0.16
a21oi_1	0.15
nor2_1	0.06
nand4_1	0.08
nor4_1	0.06
area by class of cell:
| class | count | area, µm² | area share [%] |
|---|---|---|---|
| clock inverter | 272 | 2750 | 1.53 |
| multi-input combinational | 2792 | 33100 | 18.4 |
| tap | 4160 | 5200 | 2.89 |
| sequential | 4113 | 123000 | 68.6 |
| inverter | 4 | 27.5 | 0.0153 |
| timing repair buffer | 547 | 4550 | 2.53 |
| clock buffer | 502 | 10800 | 6.00 |
| antenna | 17 | 42.5 | 0.0237 |
worst min-delay path by stage:
stage / startpoint / end / cells past startpoint
after CTS: r_Mem[98][2] / o_Rd_Data[2] / 6
after global routing: r_Mem[98][2] / o_Rd_Data[2] / 6
final: r_Mem[98][2] / o_Rd_Data[2] / 6
cells in the final DEF, fill, tap and decap left out, types with 35 or more instances in the layout:
| cell type | synthesis | final |
|---|---|---|
| a21oi_1 | 175 | 175 |
| a22oi_1 | 43 | 43 |
| buf_4 | 26 | 480 |
| bufinv_16 | 0 | 40 |
| clkbuf_1 | 230 | 83 |
| clkbuf_16 | 0 | 419 |
| clkinv_1 | 0 | 100 |
| clkinv_2 | 0 | 90 |
| edfxtp_1 | 4096 | 4096 |
| mux2_2 | 88 | 88 |
| mux2i_1 | 565 | 565 |
| mux4_2 | 797 | 797 |
| nand2_1 | 38 | 37 |
| nor2_1 | 304 | 186 |
| nor2_2 | 0 | 117 |
| nor3_1 | 92 | 90 |
| o21ai_0 | 37 | 35 |
| o221ai_1 | 252 | 252 |
| o22ai_1 | 148 | 148 |
power groups by stage:
| stage | clock network [mW] | logic (mW) | registers [mW] |
|---|---|---|---|
| 4_1_cts | 9.91 | 1.13 | 12.1 |
| 5_1_grt | 10.3 | 1.20 | 12.1 |
| 6_report | 9.77 | 1.13 | 12.1 |
cell families after synthesis:
logic type,Yosys count,share of synthesized area [%]
compound gates,786,3.54
buf+inv,456,1.69
flops,4113,77.7
mux,1450,15.5
simple gates,556,1.57
Power is estimated from default activity; no workload was simulated.
