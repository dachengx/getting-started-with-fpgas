<file path="flow/run.sh">
#!/bin/bash
# OpenROAD 26Q1-2900-gdf79404cd8, Yosys 0.63+post, stock flow scripts
make -C /OpenROAD-flow-scripts/flow DESIGN_CONFIG=/design/flow/config.mk WORK_HOME=/design/flow/orfs finish
</file>
<file path="flow/config.mk">
export PLATFORM = sky130hd
export DESIGN_NAME = UART_Loopback_Top
export DESIGN_NICKNAME = UART_Loopback_Top
export VERILOG_FILES = /design/flow/design.v
export SDC_FILE = /design/flow/constraint.sdc
export NUM_CORES = 4
export LEC_CHECK = 1
export CORE_UTILIZATION = 30
</file>
<file path="flow/constraint.sdc">
current_design UART_Loopback_Top

set clk_period 2.0
set clk_io_pct 0.2

create_clock -name clk0 -period $clk_period [get_ports {i_Clk}]

set non_clock_inputs [all_inputs -no_clocks]
set_input_delay [expr $clk_period * $clk_io_pct] -clock clk0 $non_clock_inputs
set_output_delay [expr $clk_period * $clk_io_pct] -clock clk0 [all_outputs]
</file>
<file path="flow/design.v">
module Binary_To_7Segment (
  input       i_Clk,
  input [3:0] i_Binary_Num,
  output      o_Segment_A,
  output      o_Segment_B,
  output      o_Segment_C,
  output      o_Segment_D,
  output      o_Segment_E,
  output      o_Segment_F,
  output      o_Segment_G
);
  reg [6:0] r_Hex_Encoding;
  always @(posedge i_Clk)
    begin
      case (i_Binary_Num)
        4'b0000 : r_Hex_Encoding <= 7'h7E;
        4'b0001 : r_Hex_Encoding <= 7'h30;
        4'b0010 : r_Hex_Encoding <= 7'h6D;
        4'b0011 : r_Hex_Encoding <= 7'h79;
        4'b0100 : r_Hex_Encoding <= 7'h33;
        4'b0101 : r_Hex_Encoding <= 7'h5B;
        4'b0110 : r_Hex_Encoding <= 7'h5F;
        4'b0111 : r_Hex_Encoding <= 7'h70;
        4'b1000 : r_Hex_Encoding <= 7'h7F;
        4'b1001 : r_Hex_Encoding <= 7'h7B;
        4'b1010 : r_Hex_Encoding <= 7'h77;
        4'b1011 : r_Hex_Encoding <= 7'h1F;
        4'b1100 : r_Hex_Encoding <= 7'h4E;
        4'b1101 : r_Hex_Encoding <= 7'h3D;
        4'b1110 : r_Hex_Encoding <= 7'h4F;
        4'b1111 : r_Hex_Encoding <= 7'h47;
      endcase
    end
  assign o_Segment_A = r_Hex_Encoding[6];
  assign o_Segment_B = r_Hex_Encoding[5];
  assign o_Segment_C = r_Hex_Encoding[4];
  assign o_Segment_D = r_Hex_Encoding[3];
  assign o_Segment_E = r_Hex_Encoding[2];
  assign o_Segment_F = r_Hex_Encoding[1];
  assign o_Segment_G = r_Hex_Encoding[0];
endmodule
module UART_RX
  #(parameter CLKS_PER_BIT = 217)
  (
    input        i_Clock,
    input        i_RX_Serial,
    output       o_RX_DV,
    output [7:0] o_RX_Byte
  );
  parameter IDLE         = 3'b000;
  parameter RX_START_BIT = 3'b001;
  parameter RX_DATA_BITS = 3'b010;
  parameter RX_STOP_BIT  = 3'b011;
  parameter CLEANUP      = 3'b100;
  reg [$clog2(CLKS_PER_BIT)-1:0] r_Clock_Count = 0;
  reg [2:0] r_Bit_Index   = 0;   
  reg [7:0] r_RX_Byte     = 0;
  reg       r_RX_DV       = 0;
  reg [2:0] r_SM_Main     = 0;
  always @(posedge i_Clock)
  begin
    case (r_SM_Main)
      IDLE:
        begin
          r_RX_DV       <= 1'b0;
          r_Clock_Count <= 0;
          r_Bit_Index   <= 0;
          if (i_RX_Serial == 1'b0)   
            r_SM_Main <= RX_START_BIT;
          else
            r_SM_Main <= IDLE;
        end   
      RX_START_BIT:
        begin
          if (r_Clock_Count == (CLKS_PER_BIT-1)/2)
          begin
            if (i_RX_Serial == 1'b0)
            begin
              r_Clock_Count <= 0;   
              r_SM_Main     <= RX_DATA_BITS;
            end
            else
              r_SM_Main <= IDLE;
          end
          else
          begin
            r_Clock_Count <= r_Clock_Count + 1;
            r_SM_Main     <= RX_START_BIT;
          end   
        end
      RX_DATA_BITS:
        begin
          if (r_Clock_Count < CLKS_PER_BIT-1)
          begin
            r_Clock_Count <= r_Clock_Count + 1;
            r_SM_Main     <= RX_DATA_BITS;
          end
          else
          begin
            r_Clock_Count          <= 0;
            r_RX_Byte[r_Bit_Index] <= i_RX_Serial;
            if (r_Bit_Index < 7)
            begin
              r_Bit_Index <= r_Bit_Index + 1;
              r_SM_Main   <= RX_DATA_BITS;
            end
            else
            begin
              r_Bit_Index <= 0;
              r_SM_Main   <= RX_STOP_BIT;
            end
          end
        end   
      RX_STOP_BIT:
        begin
          if (r_Clock_Count < CLKS_PER_BIT-1)
          begin
            r_Clock_Count <= r_Clock_Count + 1;
            r_SM_Main     <= RX_STOP_BIT;
          end
          else
          begin
            r_RX_DV       <= 1'b1;
            r_Clock_Count <= 0;
            r_SM_Main     <= CLEANUP;
          end
        end  
      CLEANUP:
        begin
          r_SM_Main <= IDLE;
          r_RX_DV   <= 1'b0;
        end
      default:
        r_SM_Main <= IDLE;
    endcase
  end
  assign o_RX_DV = r_RX_DV;
  assign o_RX_Byte = r_RX_Byte;
endmodule   
module UART_Loopback_Top
  (
    input  i_Clk,       
    input  i_UART_RX,   
    output o_UART_TX,   
    output o_Segment1_A,
    output o_Segment1_B,
    output o_Segment1_C,
    output o_Segment1_D,
    output o_Segment1_E,
    output o_Segment1_F,
    output o_Segment1_G,
    output o_Segment2_A,
    output o_Segment2_B,
    output o_Segment2_C,
    output o_Segment2_D,
    output o_Segment2_E,
    output o_Segment2_F,
    output o_Segment2_G 
  );
  wire w_RX_DV;
  wire [7:0] w_RX_Byte;
  wire w_TX_Active, w_TX_Serial;
  wire w_Segment1_A, w_Segment2_A;
  wire w_Segment1_B, w_Segment2_B;
  wire w_Segment1_C, w_Segment2_C;
  wire w_Segment1_D, w_Segment2_D;
  wire w_Segment1_E, w_Segment2_E;
  wire w_Segment1_F, w_Segment2_F;
  wire w_Segment1_G, w_Segment2_G;
  UART_RX #(.CLKS_PER_BIT(217)) UART_RX_Inst
  (
    .i_Clock(i_Clk),
    .i_RX_Serial(i_UART_RX),
    .o_RX_DV(w_RX_DV),
    .o_RX_Byte(w_RX_Byte)
  );
  UART_TX #(.CLKS_PER_BIT(217)) UART_TX_Inst
  (
    .i_Rst_L(1'b1),          
    .i_Clock(i_Clk),
    .i_TX_DV(w_RX_DV),       
    .i_TX_Byte(w_RX_Byte),   
    .o_TX_Active(w_TX_Active),
    .o_TX_Serial(w_TX_Serial),
    .o_TX_Done()
  );
  assign o_UART_TX = w_TX_Active ? w_TX_Serial : 1'b1;
  Binary_To_7Segment SevenSeg1_Inst (
    .i_Clk(i_Clk),
    .i_Binary_Num(w_RX_Byte[7:4]),
    .o_Segment_A(w_Segment1_A),
    .o_Segment_B(w_Segment1_B),
    .o_Segment_C(w_Segment1_C),
    .o_Segment_D(w_Segment1_D),
    .o_Segment_E(w_Segment1_E),
    .o_Segment_F(w_Segment1_F),
    .o_Segment_G(w_Segment1_G)
  );
  assign o_Segment1_A = ~w_Segment1_A;
  assign o_Segment1_B = ~w_Segment1_B;
  assign o_Segment1_C = ~w_Segment1_C;
  assign o_Segment1_D = ~w_Segment1_D;
  assign o_Segment1_E = ~w_Segment1_E;
  assign o_Segment1_F = ~w_Segment1_F;
  assign o_Segment1_G = ~w_Segment1_G;
  Binary_To_7Segment SevenSeg2_Inst (
    .i_Clk(i_Clk),
    .i_Binary_Num(w_RX_Byte[3:0]),
    .o_Segment_A(w_Segment2_A),
    .o_Segment_B(w_Segment2_B),
    .o_Segment_C(w_Segment2_C),
    .o_Segment_D(w_Segment2_D),
    .o_Segment_E(w_Segment2_E),
    .o_Segment_F(w_Segment2_F),
    .o_Segment_G(w_Segment2_G)
  );
  assign o_Segment2_A = ~w_Segment2_A;
  assign o_Segment2_B = ~w_Segment2_B;
  assign o_Segment2_C = ~w_Segment2_C;
  assign o_Segment2_D = ~w_Segment2_D;
  assign o_Segment2_E = ~w_Segment2_E;
  assign o_Segment2_F = ~w_Segment2_F;
  assign o_Segment2_G = ~w_Segment2_G;
endmodule
module UART_TX
  #(parameter CLKS_PER_BIT = 217)
  (
    input       i_Rst_L,
    input       i_Clock,
    input       i_TX_DV,
    input [7:0] i_TX_Byte,
    output reg  o_TX_Active,
    output reg  o_TX_Serial,
    output reg  o_TX_Done
  );
  localparam IDLE         = 2'b00;
  localparam TX_START_BIT = 2'b01;
  localparam TX_DATA_BITS = 2'b10;
  localparam TX_STOP_BIT  = 2'b11;
  reg [2:0] r_SM_Main;
  reg [$clog2(CLKS_PER_BIT)-1:0] r_Clock_Count;
  reg [2:0] r_Bit_Index;
  reg [7:0] r_TX_Data;
  always @(posedge i_Clock or negedge i_Rst_L)
  begin
    if (~i_Rst_L)
    begin
      r_SM_Main <= 3'b000;
    end
    else
    begin
      o_TX_Done <= 1'b0;
      case (r_SM_Main)
      IDLE :
        begin
          o_TX_Serial   <= 1'b1;   
          r_Clock_Count <= 0;
          r_Bit_Index   <= 0;
          if (i_TX_DV == 1'b1)
          begin
            o_TX_Active <= 1'b1;
            r_TX_Data   <= i_TX_Byte;
            r_SM_Main   <= TX_START_BIT;
          end
          else
            r_SM_Main <= IDLE;
        end   
      TX_START_BIT :
        begin
          o_TX_Serial <= 1'b0;
          if (r_Clock_Count < CLKS_PER_BIT-1)
          begin
            r_Clock_Count <= r_Clock_Count + 1;
            r_SM_Main     <= TX_START_BIT;
          end
          else
          begin
            r_Clock_Count <= 0;
            r_SM_Main     <= TX_DATA_BITS;
          end
        end   
      TX_DATA_BITS :
        begin
          o_TX_Serial <= r_TX_Data[r_Bit_Index];
          if (r_Clock_Count < CLKS_PER_BIT-1)
          begin
            r_Clock_Count <= r_Clock_Count + 1;
            r_SM_Main     <= TX_DATA_BITS;
          end
          else
          begin
            r_Clock_Count <= 0;
            if (r_Bit_Index < 7)
            begin
              r_Bit_Index <= r_Bit_Index + 1;
              r_SM_Main   <= TX_DATA_BITS;
            end
            else
            begin
              r_Bit_Index <= 0;
              r_SM_Main   <= TX_STOP_BIT;
            end
          end
        end   
      TX_STOP_BIT :
        begin
          o_TX_Serial <= 1'b1;
          if (r_Clock_Count < CLKS_PER_BIT-1)
          begin
            r_Clock_Count <= r_Clock_Count + 1;
            r_SM_Main     <= TX_STOP_BIT;
          end
          else
          begin
            o_TX_Done     <= 1'b1;
            r_Clock_Count <= 0;
            r_SM_Main     <= IDLE;
            o_TX_Active   <= 1'b0;
          end
        end   
      default :
        r_SM_Main <= IDLE;
      endcase
    end   
  end   
endmodule
</file>
==> impl_metrics.tcl <==
# metrics dict for downstream scripts
set metrics [dict create \
    total_leakage_power_uw 0.00160 \
    maxSlewViolCount 0 \
    outcome "completed" \
    final_cell_mix "41 x edfxtp_1, 40 x inv_1, 35 x nor2_1" \
    ff2ff_setup_slack_ns 0.21 \
    final.fill_count 999 \
    synth_flops 60 \
    drtIter0Drc 96 \
    dieArea_sq_um 11200 \
    reg2reg_depth 5 \
    rows 37 \
    avgSynthCellArea_sq_um 10.5 \
    cts-root-buf "clkbuf_8" \
    die-width_um 106 \
    dpl.hpwl_mm 3.62 \
    critical_path_class "flop to flop" \
    p_comb_share_pct 24.2 \
    synthArstFlopShare_pct 0 \
    whs_path_depth 1 \
    reg2reg_from "UART_RX_Inst.r_Bit_Index[1]" \
    cp_data_required_time_ns 2.08 \
    via_per_inst 4.52 \
    area_growth_pct 16.1 \
    ant_nets 0 \
    setup_tns_ns 0 \
    max-vdd-ir-drop_uv 526 \
    finClkSkew_ns 0.00547 \
    grtUsageTotal_pct 10.1 \
    grt_max_degree 16 \
    worst_pin_slew_ns 0.610 \
    hold_class "flop to flop" \
    yosysUniqueCellTypes 48 \
    clk-insertion-delay-late_ns 0.33 \
    fp_util_pct 31.2 \
    dieHeight_um 106 \
    warning_count 47 \
    relSlewSlack_pct 59.2 \
    max_freq_ghz 0.559 \
    rsz0062_at_grt "no" \
    first_pass_iters 4 \
    ioPinCount 17 \
    place_ws_ns 0.170 \
    post_cts_buffers 0 \
    fin_ws_ns 0.210 \
    final.min_clock_period_ns 1.79 \
    yosys_area_sq_um 3250 \
    gr-total-overflow 0 \
    post-route-period-util_pct 89.5 \
    synth_area_sq_um 3250 \
    ctsHoldBuffers 0 \
    end_kind "flop" \
    power_density_nw_per_um2 1100 \
    p_switching_uw 1300 \
    worstHoldStart "UART_RX_Inst.r_SM_Main[2]" \
    crit_slowest_cell "edfxtp_1" \
    hold_viol 0 \
    start_kind "flop" \
    clock_path_buffers 2 \
    cap_violations 0 \
    seqPwrFrac_pct 48.0 \
    p_int_uw 2820 \
    lay_top_count "edfxtp_1" \
    edf_count 41 \
    r2r_end "UART_RX_Inst.r_RX_Byte[2]" \
    worstPathArrival_ns 1.87 \
    core_area_sq_um 10400 \
    ctsResizeCount 0 \
    path_cells "inv_1, ha_1, o211ai_1, nor2_1, mux2_2" \
    antenna_found_initial 0 \
    grt_pass1_wl_mm 8.91 \
    gp_congestion 0.812 \
    drc 0 \
    clkPwrFrac_pct 27.8 \
    ys_seq_share_pct 49.6 \
    antenna-diode-count 0 \
    clock_sinks 60 \
    clkTransAtPathRegs_ns 0.07 \
    drive_above_1_share_pct 8.61 \
    grt_pass1_vias 1957 \
    switching_share_pct 31.6 \
    syn_inst 310 \
    cts_buffers 9 \
    vias 2139 \
    hold_end "UART_RX_Inst.r_SM_Main[1]" \
    report.final.setup_viol 0 \
    port_buffers 16 \
    routed_wl_mm 5.20 \
    crit_path_max_incr_delay_ns 0.47 \
    crit_fanout 7 \
    post_drt_wl_per_cell_um 11.0 \
    yosys_warnings 3 \
    crit_family "flip-flops" \
    flop_cell "edfxtp_1" \
    worst-path-buf-inv 1 \
    ys_cells 310 \
    htree_levels 3 \
    cts_tree "built" \
]
final cells by class:
type | instances | area, sq um | share of cell area (%)
sequential | 60 | 1610 | 42.7
multi-input combinational | 202 | 1450 | 38.3
timing repair buffer | 19 | 183 | 4.84
tap | 136 | 170 | 4.51
clock buffer | 12 | 166 | 4.41
inverter | 40 | 150 | 3.98
clock inverter | 4 | 45.0 | 1.19
power groups by stage:
stage,clock [uW],combinational [uW],sequential (uW)
global route,1260,1150,2030
CTS,1200,1010,1980
finish,1150,1000,1980
worst max path at each step:
stage,start,endpoint,slack (ns),depth (start not counted)
4_1_cts,UART_RX_Inst.r_Clock_Count[0],UART_RX_Inst.r_Clock_Count[4],0.20,6
5_1_grt,UART_RX_Inst.r_Clock_Count[0],UART_RX_Inst.r_Clock_Count[4],0.07,6
6_report,UART_RX_Inst.r_Bit_Index[1],UART_RX_Inst.r_RX_Byte[2],0.21,5
routing by layer:
metal,vias to the layer above,global-route usage (%),wire length (um)
met1,985,15.5,2610
met3,11,2.94,226
li1,1113,-,-
met5,-,0,0
met4,0,1.59,110
met2,30,14.9,2250
sequential cells by signal, summed over array words and instances, names as in the netlist:
name,cells
SevenSeg2_Inst.r_Hex_Encoding,7
UART_RX_Inst.r_RX_Byte,8
UART_RX_Inst.r_Clock_Count,8
UART_TX_Inst.o_TX_Serial,1
UART_TX_Inst.r_Clock_Count,8
UART_TX_Inst.r_SM_Main,2
UART_TX_Inst.r_Bit_Index,3
UART_RX_Inst.r_SM_Main,3
UART_TX_Inst.r_TX_Data,8
UART_TX_Inst.o_TX_Active,1
SevenSeg1_Inst.r_Hex_Encoding,7
UART_RX_Inst.r_Bit_Index,3
UART_RX_Inst.r_RX_DV,1
worst reg2reg max path: stages, from the launching register on:
cell      delay, ns
edfxtp_1       0.47
inv_1          0.10
ha_1           0.37
o211ai_1       0.15
nor2_1         0.13
mux2_2         0.33
kinds of logic (layout without fill, tap and decap cells):
kind of cell	count (synthesis)	after routing	synth area share, %
compound gates	48	48	9.60
xor+xnor	13	13	3.74
fa+ha+maj	29	29	11.2
buf+inv	48	75	5.86
flops	60	60	49.6
mux	11	11	4.66
simple gates	101	101	15.3
Yosys cell counts (3+ instances only):
cell type / number / area, sq um
nand4_1: 6 / 37.5
nor2b_1: 6 / 37.5
xnor2_1: 3 / 26.3
dfxtp_1: 19 / 380
o21ai_0: 13 / 65.1
a21oi_1: 13 / 65.1
nand2_1: 24 / 90.1
nand3_1: 6 / 30.0
a22oi_1: 4 / 30.0
clkbuf_1: 5 / 18.8
nor2_1: 35 / 131
mux4_2: 3 / 67.6
inv_1: 40 / 150
ha_1: 29 / 363
mux2_2: 3 / 33.8
nand2b_1: 6 / 37.5
edfxtp_1: 41 / 1230
xor2_1: 9 / 78.8
mux2i_1: 5 / 50.1
a211oi_1: 3 / 22.5
metrics by stage:
step           instances  area [sq um]  total power [uW]  hold slack (ns)  utilization, %
2_1_floorplan        310          3250              2770            0.455               -
3_3_place_gp         457          3560              2990            0.525            34.2
3_5_place_dp         457          3560              3010            0.519            34.2
4_1_cts              473          3770              4190            0.542            36.2
5_1_grt              473          3770              4430            0.570            36.2
6_report             473          3770              4130            0.551            36.2
No activity file was given, so power comes from the tool's default toggle rates.
