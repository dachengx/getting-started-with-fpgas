`flow/run.sh`:
```
#!/bin/bash
# OpenROAD 26Q1-2900-gdf79404cd8, Yosys 0.63+post, stock flow scripts
make -C /OpenROAD-flow-scripts/flow DESIGN_CONFIG=/design/flow/config.mk WORK_HOME=/design/flow/orfs finish
```
`flow/constraint.sdc`:
```
current_design State_Machine_Project_Top

set clk_period 5.6
set clk_io_pct 0.2

create_clock -name clk0 -period $clk_period [get_ports {i_Clk}]

set non_clock_inputs [all_inputs -no_clocks]
set_input_delay [expr $clk_period * $clk_io_pct] -clock clk0 $non_clock_inputs
set_output_delay [expr $clk_period * $clk_io_pct] -clock clk0 [all_outputs]
```
`flow/design.v`:
```
module Debounce_Filter #(parameter DEBOUNCE_LIMIT = 20) (
  input  i_Clk,
  input  i_Bouncy,
  output o_Debounced);
  reg [$clog2(DEBOUNCE_LIMIT)-1:0] r_Count = 0;
  reg r_State = 1'b0;
  always @(posedge i_Clk)
  begin
    if (i_Bouncy !== r_State && r_Count < DEBOUNCE_LIMIT-1)
    begin
      r_Count <= r_Count + 1;
    end
    else if (r_Count == DEBOUNCE_LIMIT-1)
    begin
      r_State <= i_Bouncy;
      r_Count <= 0;
    end
    else
    begin
      r_Count <= 0;
    end
  end
  assign o_Debounced = r_State;
endmodule
module Count_And_Toggle #(COUNT_LIMIT = 10) (
  input i_Clk,
  input i_Enable,
  output reg o_Toggle
);
  reg [$clog2(COUNT_LIMIT-1):0] r_Counter;
  always @(posedge i_Clk)
  begin
    if (i_Enable == 1'b1)
    begin
      if (r_Counter == COUNT_LIMIT - 1)
      begin
        o_Toggle <= !o_Toggle;
        r_Counter <= 0;
      end
      else
        r_Counter <= r_Counter + 1;
    end
    else
      o_Toggle <= 1'b0;
  end
endmodule
module LFSR_22 (
  input i_Clk,
  output [21:0] o_LFSR_Data,
  output o_LFSR_Done
);
  reg [21:0] r_LFSR;
  wire w_XNOR;
  always @(posedge i_Clk)
  begin
    r_LFSR <= {r_LFSR[20:0], w_XNOR};
  end
  assign w_XNOR = r_LFSR[21] ^~ r_LFSR[20];
  assign o_LFSR_Done = (r_LFSR == 22'd0);
  assign o_LFSR_Data = r_LFSR;
endmodule
module Binary_To_7Segment (
  input       i_Clk,
  input [3:0] i_Binary_Num,
  output      o_Segment_A,
  output      o_Segment_B,
  output      o_Segment_C,
  output      o_Segment_D,
  output      o_Segment_E,
  output      o_Segment_F,
  output      o_Segment_G
);
  reg [6:0] r_Hex_Encoding;
  always @(posedge i_Clk)
    begin
      case (i_Binary_Num)
        4'b0000 : r_Hex_Encoding <= 7'h7E;
        4'b0001 : r_Hex_Encoding <= 7'h30;
        4'b0010 : r_Hex_Encoding <= 7'h6D;
        4'b0011 : r_Hex_Encoding <= 7'h79;
        4'b0100 : r_Hex_Encoding <= 7'h33;
        4'b0101 : r_Hex_Encoding <= 7'h5B;
        4'b0110 : r_Hex_Encoding <= 7'h5F;
        4'b0111 : r_Hex_Encoding <= 7'h70;
        4'b1000 : r_Hex_Encoding <= 7'h7F;
        4'b1001 : r_Hex_Encoding <= 7'h7B;
        4'b1010 : r_Hex_Encoding <= 7'h77;
        4'b1011 : r_Hex_Encoding <= 7'h1F;
        4'b1100 : r_Hex_Encoding <= 7'h4E;
        4'b1101 : r_Hex_Encoding <= 7'h3D;
        4'b1110 : r_Hex_Encoding <= 7'h4F;
        4'b1111 : r_Hex_Encoding <= 7'h47;
      endcase
    end
  assign o_Segment_A = r_Hex_Encoding[6];
  assign o_Segment_B = r_Hex_Encoding[5];
  assign o_Segment_C = r_Hex_Encoding[4];
  assign o_Segment_D = r_Hex_Encoding[3];
  assign o_Segment_E = r_Hex_Encoding[2];
  assign o_Segment_F = r_Hex_Encoding[1];
  assign o_Segment_G = r_Hex_Encoding[0];
endmodule
module State_Machine_Game #(
  parameter CLKS_PER_SEC = 25000000,
  parameter GAME_LIMIT = 6
) (
  input i_Clk,
  input i_Switch_1,
  input i_Switch_2,
  input i_Switch_3,
  input i_Switch_4,
  output reg [3:0] o_Score,
  output o_LED_1,
  output o_LED_2,
  output o_LED_3,
  output o_LED_4
);
  localparam START        = 3'd0;
  localparam PATTERN_OFF  = 3'd1;
  localparam PATTERN_SHOW = 3'd2;
  localparam WAIT_PLAYER  = 3'd3;
  localparam INCR_SCORE   = 3'd4;
  localparam LOSER        = 3'd5;
  localparam WINNER       = 3'd6;
  reg [2:0] r_SM_Main;
  reg r_Toggle, r_Switch_1, r_Switch_2, r_Switch_3;
  reg r_Switch_4, r_Button_DV;
  reg [1:0] r_Pattern[0:10];
  wire [21:0] w_LFSR_Data;
  reg [$clog2(GAME_LIMIT)-1:0] r_Index;
  reg [1:0] r_Button_ID;
  wire w_Count_En, w_Toggle;
  always @(posedge i_Clk)
  begin
    if (i_Switch_1 & i_Switch_2)
      r_SM_Main <= START;
    else
    begin
      case (r_SM_Main)
        START:
        begin
            if (!i_Switch_1 & !i_Switch_2 & r_Button_DV)
            begin
                o_Score   <= 0;
                r_Index   <= 0;
                r_SM_Main <= PATTERN_OFF;
            end
        end
        PATTERN_OFF:
        begin
          if (!w_Toggle & r_Toggle)
            r_SM_Main <= PATTERN_SHOW;
        end
        PATTERN_SHOW:
        begin
          if (!w_Toggle & r_Toggle)
            if (o_Score == r_Index)
            begin
              r_Index   <= 0;
              r_SM_Main <= WAIT_PLAYER;
            end
            else
            begin
              r_Index   <= r_Index + 1;
              r_SM_Main <= PATTERN_OFF;
            end
        end
        WAIT_PLAYER:
        begin
          if (r_Button_DV)
            if (r_Pattern[r_Index] == r_Button_ID && r_Index == o_Score)
            begin
              r_Index   <= 0;
              r_SM_Main <= INCR_SCORE;
            end
            else if (r_Pattern[r_Index] != r_Button_ID)
              r_SM_Main <= LOSER;
            else
              r_Index <= r_Index + 1;
        end
        INCR_SCORE:
        begin
          o_Score <= o_Score + 1;
          if (o_Score == GAME_LIMIT - 1)
            r_SM_Main <= WINNER;
          else
            r_SM_Main <= PATTERN_OFF;
        end
        WINNER:
        begin
          o_Score <= 4'hA;
        end
        LOSER:
        begin
          o_Score <= 4'hF;
        end
        default:
          r_SM_Main <= START;
      endcase
    end
  end
  always @(posedge i_Clk)
  begin
    if (r_SM_Main == START)
    begin
      r_Pattern[0]  <= w_LFSR_Data[1:0];
      r_Pattern[1]  <= w_LFSR_Data[3:2];
      r_Pattern[2]  <= w_LFSR_Data[5:4];
      r_Pattern[3]  <= w_LFSR_Data[7:6];
      r_Pattern[4]  <= w_LFSR_Data[9:8];
      r_Pattern[5]  <= w_LFSR_Data[11:10];
      r_Pattern[6]  <= w_LFSR_Data[13:12];
      r_Pattern[7]  <= w_LFSR_Data[15:14];
      r_Pattern[8]  <= w_LFSR_Data[17:16];
      r_Pattern[9]  <= w_LFSR_Data[19:18];
      r_Pattern[10] <= w_LFSR_Data[21:20];
    end
  end
  assign o_LED_1 = (r_SM_Main == PATTERN_SHOW && r_Pattern[r_Index] == 2'b00) ? 1'b1 : i_Switch_1;
  assign o_LED_2 = (r_SM_Main == PATTERN_SHOW && r_Pattern[r_Index] == 2'b01) ? 1'b1 : i_Switch_2;
  assign o_LED_3 = (r_SM_Main == PATTERN_SHOW && r_Pattern[r_Index] == 2'b10) ? 1'b1 : i_Switch_3;
  assign o_LED_4 = (r_SM_Main == PATTERN_SHOW && r_Pattern[r_Index] == 2'b11) ? 1'b1 : i_Switch_4;
  always @(posedge i_Clk)
  begin
    r_Toggle   <= w_Toggle;
    r_Switch_1 <= i_Switch_1;
    r_Switch_2 <= i_Switch_2;
    r_Switch_3 <= i_Switch_3;
    r_Switch_4 <= i_Switch_4;
    if (r_Switch_1 & !i_Switch_1)
    begin
      r_Button_DV <= 1'b1;
      r_Button_ID <= 0;
    end
    else if (r_Switch_2 & !i_Switch_2)
    begin
      r_Button_DV <= 1'b1;
      r_Button_ID <= 1;
    end
    else if (r_Switch_3 & !i_Switch_3)
    begin
      r_Button_DV <= 1'b1;
      r_Button_ID <= 2;
    end
    else if (r_Switch_4 & !i_Switch_4)
    begin
      r_Button_DV <= 1'b1;
      r_Button_ID <= 3;
    end
    else
    begin
      r_Button_DV <= 1'b0;
      r_Button_ID <= 0;
    end
  end
  assign w_Count_En = (r_SM_Main == PATTERN_SHOW || r_SM_Main == PATTERN_OFF);
  Count_And_Toggle #(.COUNT_LIMIT(CLKS_PER_SEC / 4)) Count_Inst (
    .i_Clk(i_Clk),
    .i_Enable(w_Count_En),
    .o_Toggle(w_Toggle)
  );
  LFSR_22 LFSR_Inst (
    .i_Clk(i_Clk),
    .o_LFSR_Data(w_LFSR_Data),
    .o_LFSR_Done()
  );
endmodule
module State_Machine_Project_Top (
  input i_Clk,
  input i_Switch_1,
  input i_Switch_2,
  input i_Switch_3,
  input i_Switch_4,
  output o_LED_1,
  output o_LED_2,
  output o_LED_3,
  output o_LED_4,
  output o_Segment2_A,
  output o_Segment2_B,
  output o_Segment2_C,
  output o_Segment2_D,
  output o_Segment2_E,
  output o_Segment2_F,
  output o_Segment2_G
);
  localparam GAME_LIMIT     = 7;
  localparam CLKS_PER_SEC   = 25000000;
  localparam DEBOUNCE_LIMIT = 250000;
  wire w_Switch_1, w_Switch_2, w_Switch_3, w_Switch_4;
  wire w_Segment2_A, w_Segment2_B, w_Segment2_C, w_Segment2_D;
  wire w_Segment2_E, w_Segment2_F, w_Segment2_G;
  wire [3:0] w_Score;
  Debounce_Filter #(.DEBOUNCE_LIMIT(DEBOUNCE_LIMIT)) Debounce_SW1 (
    .i_Clk(i_Clk),
    .i_Bouncy(i_Switch_1),
    .o_Debounced(w_Switch_1)
  );
  Debounce_Filter #(.DEBOUNCE_LIMIT(DEBOUNCE_LIMIT)) Debounce_SW2 (
    .i_Clk(i_Clk),
    .i_Bouncy(i_Switch_2),
    .o_Debounced(w_Switch_2)
  );
  Debounce_Filter #(.DEBOUNCE_LIMIT(DEBOUNCE_LIMIT)) Debounce_SW3 (
    .i_Clk(i_Clk),
    .i_Bouncy(i_Switch_3),
    .o_Debounced(w_Switch_3)
  );
  Debounce_Filter #(.DEBOUNCE_LIMIT(DEBOUNCE_LIMIT)) Debounce_SW4 (
    .i_Clk(i_Clk),
    .i_Bouncy(i_Switch_4),
    .o_Debounced(w_Switch_4)
  );
  State_Machine_Game #(.CLKS_PER_SEC(CLKS_PER_SEC), .GAME_LIMIT(GAME_LIMIT)) Game_Inst (
    .i_Clk(i_Clk),
    .i_Switch_1(w_Switch_1),
    .i_Switch_2(w_Switch_2),
    .i_Switch_3(w_Switch_3),
    .i_Switch_4(w_Switch_4),
    .o_Score(w_Score),
    .o_LED_1(o_LED_1),
    .o_LED_2(o_LED_2),
    .o_LED_3(o_LED_3),
    .o_LED_4(o_LED_4)
  );
  Binary_To_7Segment Scoreboard (
    .i_Clk(i_Clk),
    .i_Binary_Num(w_Score),
    .o_Segment_A(w_Segment2_A),
    .o_Segment_B(w_Segment2_B),
    .o_Segment_C(w_Segment2_C),
    .o_Segment_D(w_Segment2_D),
    .o_Segment_E(w_Segment2_E),
    .o_Segment_F(w_Segment2_F),
    .o_Segment_G(w_Segment2_G)
  );
  assign o_Segment2_A = !w_Segment2_A;
  assign o_Segment2_B = !w_Segment2_B;
  assign o_Segment2_C = !w_Segment2_C;
  assign o_Segment2_D = !w_Segment2_D;
  assign o_Segment2_E = !w_Segment2_E;
  assign o_Segment2_F = !w_Segment2_F;
  assign o_Segment2_G = !w_Segment2_G;
endmodule
```
`flow/config.mk`:
```
export PLATFORM = sky130hd
export DESIGN_NAME = State_Machine_Project_Top
export DESIGN_NICKNAME = State_Machine_Project_Top
export VERILOG_FILES = /design/flow/design.v
export SDC_FILE = /design/flow/constraint.sdc
export NUM_CORES = 4
export LEC_CHECK = 1
export CORE_UTILIZATION = 40
```
==> impl_metrics.tcl <==
# implementation run metrics
set metrics [dict create \
    synth.largest_area_cell "sky130_fd_sc_hd__dfxtp_1" \
    avgViaCountPerCell 4.933 \
    synth_area_per_cell_um2 10.18 \
    finalSetupTns_ns 0 \
    reg2reg_setup_slack_ns 2.27 \
    cts_inserted_buffers 17 \
    routed_wire_length_per_instance_um 12.17 \
    synthDistinctLibCells 52 \
    arrival_ns 3.45 \
    maxCapViolCount 0 \
    routed_wirelength_mm 11.65 \
    post_cts_resize_count 0 \
    log.warning_count 36 \
    port_buffers 15 \
    post_cts.repair.setup_buffers 0 \
    measured_slew_at_the_worst_slew_check_pin_ns 0.8613 \
    ffs_latches_synth 168 \
    cts_max_level 4 \
    first_iter_violations 205 \
    area_growth_syn_to_layout_pct 14.52 \
    gpl.final_weighted_congestion 0.8827 \
    synth_dominant_cell_count "sky130_fd_sc_hd__nor2_1" \
    floorplan.io_pins 16 \
    ir_drop_uv 252.0 \
    insertedDiodeCount 0 \
    whs_path_depth 0 \
    p_leak_uw 0.002973 \
    ys_area_um2 7032 \
    chip_area_um2 18110 \
    place.detailed.hpwl_mm 7.971 \
    hold_buf_cts 0 \
    setup-violations-final 0 \
    fmax_achieved_mhz 218.9 \
    clock_path_buffers 2 \
    pin_count_of_the_biggest_net_entering_global_routing 26 \
    count_of_warnings_emitted_by_yosys 6 \
    cts.sinks 168 \
    reg2reg_start "Game_Inst.r_Index[0]$_DFFE_PP_" \
    dieWidth_um 134.6 \
    fp.coreArea_um2 17240 \
    run_status "completed" \
    grt_pass1_vias 4324 \
    fin_crit_sh_pct 81.59 \
    timing.final.crit_period_ns 4.569 \
    crit_path_max_fanout 5 \
    ff2ff_path_depth 8 \
    tritoncts_clock_tree "yes" \
    holdCritPathClass "flop to flop" \
    overflow 0 \
    startpoint_type "flop" \
    end_kind "primary output" \
    syn-instance-count 691 \
    worst_r2r_endpoint "Game_Inst.r_Index[0]$_DFFE_PP_" \
    fp_util_pct 40.80 \
    worstHoldStart "Game_Inst.LFSR_Inst.r_LFSR[17]$_DFF_P_" \
    drt_first_pass_iters 4 \
    cts-root-buf "sky130_fd_sc_hd__clkbuf_16" \
    clk_latency_ns 0.42 \
    netlist_top_cells_area "sky130_fd_sc_hd__dfxtp_1 33%, sky130_fd_sc_hd__edfxtp_1 22%, sky130_fd_sc_hd__xor2_1 6.6%, sky130_fd_sc_hd__nor2_1 6.5%, sky130_fd_sc_hd__xnor2_1 5.2%" \
    antenna_found_initial 0 \
    ff_type "sky130_fd_sc_hd__dfxtp_1" \
    hold_slack_ns 0.3298 \
    synthTopCellsByCount "121 x sky130_fd_sc_hd__nor2_1, 117 x sky130_fd_sc_hd__dfxtp_1, 54 x sky130_fd_sc_hd__nand2_1, 53 x sky130_fd_sc_hd__xor2_1, 51 x sky130_fd_sc_hd__edfxtp_1" \
    grt_use_total_pct 14.22 \
    worstSetupPathType "flop to primary output" \
    grt_first_pass_wirelength_mm 20.21 \
    antenna_violating_nets_post_route 0 \
    clock_skew_ns 0.006172 \
    holdPathEnd "Game_Inst.LFSR_Inst.r_LFSR[18]$_DFF_P_" \
    drive_gt1_share_pct 6.831 \
    area_share_top_type_pct 33.31 \
    fillers 1491 \
    enable_flop_cells 51 \
    rows 48 \
    synthArstFlopShare_pct 0 \
    dieHeight_um 134.6 \
    timing.max_slew.rel_slack_pct 42.50 \
    timing.critical_path.required_ns 4.48 \
    route.vias.total 4721 \
    power_density_nw_per_um2 302.2 \
    grt_setup_unrepaired "false" \
    report.final.slew_viol_count 0 \
    drc 0 \
    proportion_of_synthesized_chip_area_in_sequential_cells_pct 55.09 \
    finalHoldViolCount 0 \
    clkSlewWorstSetupHoldPaths_ns 0.07 \
    synth-cells-yosys 691 \
    post_synth_instance_area_um2 7032 \
]
==> placed cells by master (no fill, tap or decap), types with 7 or more instances in the layout <==
| master | n |
|---|---|
| sky130_fd_sc_hd__a21oi_1 | 16 |
| sky130_fd_sc_hd__and3_1 | 13 |
| sky130_fd_sc_hd__and4_1 | 7 |
| sky130_fd_sc_hd__clkbuf_16 | 17 |
| sky130_fd_sc_hd__clkdlybuf4s50_1 | 15 |
| sky130_fd_sc_hd__dfxtp_1 | 117 |
| sky130_fd_sc_hd__edfxtp_1 | 51 |
| sky130_fd_sc_hd__ha_1 | 19 |
| sky130_fd_sc_hd__inv_1 | 28 |
| sky130_fd_sc_hd__nand2_1 | 54 |
| sky130_fd_sc_hd__nand3_1 | 37 |
| sky130_fd_sc_hd__nand4_1 | 16 |
| sky130_fd_sc_hd__nor2_1 | 121 |
| sky130_fd_sc_hd__nor3_1 | 18 |
| sky130_fd_sc_hd__nor4_1 | 10 |
| sky130_fd_sc_hd__o21ai_0 | 10 |
| sky130_fd_sc_hd__xnor2_1 | 42 |
| sky130_fd_sc_hd__xor2_1 | 53 |
==> power by group <==
part / switching [uW] / internal [uW] / total (uW)
clock network: 543 / 605 / 1150
registers: 5.55 / 1250 / 1260
logic: 16.0 / 11.8 / 27.8
total: 564 / 1870 / 2430
==> metrics by stage <==
| step | total power [uW] | std cells | util (%) | setup slack (ns) | area (um^2) |
|---|---|---|---|---|---|
| floorplan | 1303 | 691 | - | 2.351 | 7032 |
| global placement | 1312 | 925 | 43.23 | 1.460 | 7452 |
| detailed placement | 1314 | 925 | 43.23 | 1.439 | 7452 |
| CTS | 2465 | 957 | 46.72 | 0.9624 | 8053 |
| global route | 2522 | 957 | 46.72 | 0.8642 | 8053 |
| finish | 2433 | 957 | 46.72 | 1.031 | 8053 |
==> cell type report <==
cell class / count / area, um^2 / share of cell area, %
Sequential cell: 168 / 3874 / 48.10
Multi-Input combinational cell: 483 / 2997 / 37.21
Clock buffer: 17 / 425.4 / 5.283
Tap cell: 225 / 281.5 / 3.496
Timing Repair Buffer: 21 / 195.2 / 2.424
Clock inverter: 15 / 175.2 / 2.175
Inverter: 28 / 105.1 / 1.305
==> kinds of logic (layout without fill, tap and decap cells) <==
kind of cell	Yosys count	in the layout	share of synthesized area, %
flops	168	168	55.09
fa+ha+maj	19	19	3.381
xor+xnor	95	95	11.83
mux	2	2	0.3025
compound gates	65	65	6.762
buf+inv	40	81	2.295
simple gates	302	302	20.34
==> sequential cells by signal, indices dropped and copies added, names as in the netlist, 2 cells and up <==
register	cells
Debounce_SW2.r_Count	18
Debounce_SW3.r_Count	18
Debounce_SW1.r_Count	18
Game_Inst.r_SM_Main	7
Game_Inst.r_Pattern	16
Game_Inst.r_Button_ID	2
Game_Inst.LFSR_Inst.r_LFSR	22
Scoreboard.r_Hex_Encoding	7
Game_Inst.Count_Inst.r_Counter	24
Game_Inst.r_Index	3
Game_Inst.o_Score	4
Debounce_SW4.r_Count	18
==> worst max-delay path, stage by stage, from the launching register on <==
cell	delay [ns]
sky130_fd_sc_hd__edfxtp_1	0.51
sky130_fd_sc_hd__ha_1	0.28
sky130_fd_sc_hd__ha_1	0.25
sky130_fd_sc_hd__or4_4	0.56
sky130_fd_sc_hd__nor3_1	0.25
sky130_fd_sc_hd__a41oi_2	0.09
sky130_fd_sc_hd__nand2b_1	0.21
sky130_fd_sc_hd__o21ai_0	0.33
sky130_fd_sc_hd__clkdlybuf4s50_1	0.55
==> how the worst max path moves through the flow <==
stage | slack (ns) | cells past startpoint | to | start
CTS | 0.96 | 8 | o_LED_1 | Game_Inst.r_Index[0]$_DFFE_PP_
global route | 0.86 | 8 | o_LED_1 | Game_Inst.r_Index[0]$_DFFE_PP_
finish | 1.03 | 8 | o_LED_1 | Game_Inst.r_Index[0]$_DFFE_PP_
==> per-layer routing <==
metal / routed length, um / GRT usage (%)
met5: 0 / 0
met4: 186 / 1.998
met3: 640 / 3.602
met2: 4624 / 18.77
met1: 6196 / 24.99
Power and IR drop assume default switching activity.
